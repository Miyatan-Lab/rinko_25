## config.mk

```make
export PLATFORM = sky130hd
export DESIGN_NAME = top_module
export DESIGN_NICKNAME = top_module
export VERILOG_FILES = /design/flow/design.v
export SDC_FILE = /design/flow/constraint.sdc
export NUM_CORES = 4
export LEC_CHECK = 1
export CORE_UTILIZATION = 50
```

## constraint.sdc

```tcl
current_design top_module

set clk_period 6.3
set clk_io_pct 0.2

create_clock -name clk0 -period $clk_period [get_ports {clk_27mhz}]

set non_clock_inputs [all_inputs -no_clocks]
set_input_delay [expr $clk_period * $clk_io_pct] -clock clk0 $non_clock_inputs
set_output_delay [expr $clk_period * $clk_io_pct] -clock clk0 [all_outputs]
```

## design.v

```verilog
module dac(
    input wire clk_27mhz,          
    input wire reset_n,            
    input wire [15:0] audio_data_in,  
    output logic bck,              
    output logic ws,               
    output logic din               
);
    localparam BCK_PERIOD_CYCLES_27MHZ = 2;  
    localparam BITS_PER_CHANNEL = 16;        
    localparam TOTAL_BITS_PER_WS_CYCLE = BITS_PER_CHANNEL * 2;  
    logic [4:0] bck_toggle_counter;  
    logic [4:0] bit_counter;         
    logic [15:0] current_audio_data_shifter;  
    always_ff @(posedge clk_27mhz or negedge reset_n) begin
        if (!reset_n) begin
            bck_toggle_counter <= '0;
            bck <= 0;
        end else begin
            if (bck_toggle_counter == (BCK_PERIOD_CYCLES_27MHZ - 1)) begin
                bck_toggle_counter <= '0;
                bck <= ~bck;  
            end else begin
                bck_toggle_counter <= bck_toggle_counter + 1;
            end
        end
    end
    always_ff @(posedge clk_27mhz or negedge reset_n) begin
        if (!reset_n) begin
            ws <= 0;  
            bit_counter <= '0;
            current_audio_data_shifter <= '0;
            din <= 0;
        end else begin
            if (bit_counter == 0 && bck_toggle_counter == 0 && bck == 0) begin
                current_audio_data_shifter <= audio_data_in;  
            end
            else if (bit_counter == BITS_PER_CHANNEL && bck_toggle_counter == 0 && bck == 0) begin
                current_audio_data_shifter <= audio_data_in;  
            end
            if (bit_counter < BITS_PER_CHANNEL) begin
                ws <= 0;  
            end else begin
                ws <= 1;  
            end
            if (bck_toggle_counter == (BCK_PERIOD_CYCLES_27MHZ / 2 - 1) && bck == 1) begin  
                din <= current_audio_data_shifter[BITS_PER_CHANNEL - 1];  
                current_audio_data_shifter <= current_audio_data_shifter << 1;  
                bit_counter <= bit_counter + 1;
            end
            if (bit_counter == TOTAL_BITS_PER_WS_CYCLE && bck_toggle_counter == (BCK_PERIOD_CYCLES_27MHZ - 1)) begin
                bit_counter <= 0;
            end
        end
    end
endmodule
module top_module  (
    input wire clk_27mhz,  
    input wire reset_n,    
    input wire uart_rxd,   
    output logic dac_bck,  
    output logic dac_ws,   
    output logic dac_din   
);
    wire [15:0] uart_rx_data;
    wire uart_data_available;
    uart_rx uart_receiver_inst (
        .clock          (clk_27mhz),
        .reset          (~reset_n),  
        .RxD            (uart_rxd),
        .Rx_buffer      (uart_rx_data),
        .Rx_available   (uart_data_available)
    ); 
    logic [15:0] dac_input_data;
    always_ff @(posedge clk_27mhz or negedge reset_n) begin
        if (!reset_n) begin
            dac_input_data <= 16'b0;
        end else begin
            if (uart_data_available) begin
                dac_input_data <= uart_rx_data;  
            end
        end
    end
    dac dac_driver_inst (
        .clk_27mhz      (clk_27mhz),
        .reset_n        (reset_n),
        .audio_data_in  (dac_input_data),  
        .bck            (dac_bck),
        .ws             (dac_ws),
        .din            (dac_din)
    );
endmodule
module uart_rx(
    input clock,
    input reset,
    input RxD,
    output logic [15:0] Rx_buffer,   
    output logic Rx_available
);
parameter baud_rate=9600;
parameter baud_div=(27000000/baud_rate)-1;
parameter valid=baud_div/2;
typedef enum logic {
    idle=0,
    trns=1
} uart_state;
logic [11:0] Rx_baud_counter;  
logic [4:0] Rx_bit_counter;   
logic Rx_prev;                
wire Rx_strt;                
wire Rx_trig;                
logic [17:0] Rx_queue;        
uart_state Rx_state;
assign Rx_strt = (Rx_state==idle && Rx_prev==1 && RxD==0) ? 1'b1 : 1'b0;
always@(posedge clock or negedge reset)begin
    if(!reset) Rx_prev <= 1'b1;
    else Rx_prev <= RxD;
end
always @(posedge clock or negedge reset) begin
    if(!reset) Rx_baud_counter <= 12'b0;
    else begin
        if (Rx_strt || Rx_baud_counter == baud_div) begin
            Rx_baud_counter <= 12'b0;
        end else begin
            Rx_baud_counter <= Rx_baud_counter + 1'b1;
        end
    end
end
assign Rx_trig = (valid == Rx_baud_counter) ? 1'b1 : 1'b0;
always_ff@(posedge clock or negedge reset)begin
    if(!reset)begin
        Rx_bit_counter <= 5'b0;
        Rx_state <= idle;
        Rx_available <= 1'b0;
        Rx_buffer <= 16'b0;  
        Rx_queue <= 18'b0;   
    end
    else begin
        case(Rx_state)
            idle: begin
                Rx_available <= 1'b0;  
                if(Rx_strt)begin
                    Rx_state <= trns;
                    Rx_bit_counter <= 5'b0;  
                end
            end
            trns: begin
                if(Rx_trig)begin
                    Rx_queue[Rx_bit_counter] <= RxD;
                    Rx_bit_counter <= Rx_bit_counter + 1'b1;  
                    if(Rx_bit_counter == 17) begin  
                        Rx_state <= idle;  
                        Rx_buffer <= Rx_queue[16:1];  
                        Rx_available <= 1'b1;  
                    end
                end
            end
            default: Rx_state <= idle;  
        endcase
    end
end
endmodule
```

## run.sh

```bash
#!/bin/bash
# OpenROAD 26Q1-2900-gdf79404cd8, Yosys 0.63+post, stock flow scripts
make -C /OpenROAD-flow-scripts/flow DESIGN_CONFIG=/design/flow/config.mk WORK_HOME=/design/flow/orfs finish
```

==> out/metrics.csv <==
stage,metric,value,unit
worst_setup_path,CP peak stage delay,480,ps
worst_setup_path,CP startpoint kind,flip-flop,
worst_setup_path,flop2flop setup slack,4000,ps
power_and_ir_drop,PD cells,260.1,nW/um^2
synthesis,"EDFF count, synth",0,
worst_setup_path,crit-path leading delay family,buffers and inverters,
route,post-DR vias/cell,5.464,
die,FP Rows,34,
job,max cap viols,0,
timing,final setup TNS,0,ps
timing,min Tclk post-route,2526,ps
timing,# setup viols final,0,
worst_setup_path,"Slowest-stage cell, CP",clkdlybuf4s50_1,
route,diodes inserted,0,
grt,global route overflow,0,
cells_and_area,Fillers,746,
cells_and_area,fin cells,489,
route,Iter 0 DRT Violations,84,
worst_setup_path,Worst EP arrival,1270,ps
synthesis,Synth Seq Share,54.72,%
clock_tree,Max Root-Sink Buffers,2,
grt,first-pass GRT wire length,12340,um
place,placed insts,473,
timing,Slew @ Worst Pin,804.1,ps
die,core region area,8636,um^2
worst_setup_path,CP endpoint kind,output port,
clock_tree,Latency at later pin,360,ps
route,routed length per placed instance,14.53,um
hold_path,WHS Endpoint,dac_driver_inst.ws$_DFF_PN0_,
grt,Total GRT Usage,17.92,%
die,Chip Area,9256,um^2
clock_tree,CTS buffer count,9,
synthesis,ys cells,373,
place,Port Buffers,5,
timing,RSZ-0062 raised after global routing,no,
clock_tree,Hold Buf Count CTS,0,
synthesis,Avg Inst Size Synth,11.90,um^2
worst_setup_path,crit-path max FO,5,
clock_tree,Clock Sinks,97,
power_and_ir_drop,Max rail drop VDD,121.7,uV
hold_path,Hold WC Path Type,flip-flop to flip-flop,
route,via count,2672,
clock_tree,clk root buf,clkbuf_8,
synthesis,Yosys chip area,4438,um^2
route,first-pass iteration count of the detailed router,4,
timing,Final period util,40.10,%
job,tool warning count,32,
die,Die W,96.21,um
power_and_ir_drop,leakage power,2.042,nW
synthesis,YS warnings,3,
route,DRC Markers,0,
worst_setup_path,r2r startpoint,uart_receiver_inst.Rx_bit_counter[0]$_DFFE_PP0P_,
clock_tree,clk slew on worst S/H paths,100,ps
place,final estimated routing congestion in global placement,0.8632,
timing,fmax,395.8,MHz
grt,largest net degree at the start of global routing,47,
synthesis,main flop type,dfrtp_1,
synthesis,synthesized area,4438,um^2
worst_setup_path,CP required,5040,ps
route,total wire length,7104,um
die,# IOs,6,
clock_tree,Post-CTS Setup Bufs,0,
timing,clk_skew,12.26,ps
clock_tree,H-tree Lvls,3,
die,Die H,96.21,um
outcome,status,finished clean,
synthesis,Synth cell types,48,
worst_setup_path,"Cell Chain, Critical Path",clkdlybuf4s50_1,
cells_and_area,Top cell excl fill/tap,dfrtp_1,
synthesis,Synth async-reset ratio,100.0,%
cells_and_area,most frequent cells in the layout,"dfrtp_1, mux2_2, o21ai_0, nand2_1, nor2_1",
worst_setup_path,WS Path Type,flip-flop to output port,
timing,max-slew violation count,0,
grt,initial antenna violation count,0,
worst_setup_path,Worst Path Buf+Inv,1,
synthesis,"flops & latches, synth",97,
clock_tree,cts repair resizes,0,
route,DRT antenna net count,0,
place,hpwl dp,4864,um
synthesis,Mapped Cells,373,
hold_path,Hold Path Stages,0,
clock_tree,CTS tree,done,
hold_path,hold_sp,dac_driver_inst.bit_counter[4]$_DFFE_PN0P_,
die,FP Core Util,51.39,%
timing,Relative slew margins,45.64,%
worst_setup_path,R2R Path End,uart_receiver_inst.Rx_queue[12]$_DFFE_PP0P_,
cells_and_area,Synth-to-Final Area Change,7.499,%
grt,vias in the first global route,2444,
cells_and_area,proportion of layout cells with a drive suffix above 1,18.64,%
worst_setup_path,FF-to-FF path depth,6,
timing,Hold Fails Final Rpt,0,
==> metal layers <==
| metal | global-route usage [%] | wire [um] |
|---|---|---|
| met5 | 0 | 0 |
| met4 | 2.488 | 108 |
| met3 | 3.213 | 177 |
| met2 | 24.11 | 3067 |
| met1 | 32.40 | 3751 |
==> Yosys cell counts (2+ instances only) <==
cell type | count | share of area, %
xnor2_1 | 15 | 3.0
nand4b_1 | 2 | 0.39
nor3_1 | 6 | 0.68
mux2_4 | 8 | 2.7
nor4b_1 | 2 | 0.39
ha_1 | 11 | 3.1
xor2_1 | 3 | 0.59
nand2_1 | 25 | 2.1
nand3_1 | 14 | 1.6
buf_2 | 2 | 0.23
nor2_1 | 17 | 1.4
dfrtp_1 | 96 | 54
nand2b_1 | 2 | 0.28
inv_1 | 12 | 1.0
buf_4 | 3 | 0.51
nor2b_1 | 4 | 0.56
or4_1 | 2 | 0.34
mux2_2 | 33 | 8.4
or3_1 | 4 | 0.56
nand3b_1 | 2 | 0.34
clkbuf_1 | 11 | 0.93
a21oi_1 | 3 | 0.34
o21ai_0 | 30 | 3.4
mux2i_1 | 16 | 3.6
nor3b_1 | 2 | 0.34
o31ai_1 | 11 | 1.9
nor4_1 | 4 | 0.56
nand4bb_1 | 2 | 0.51
nand4_1 | 12 | 1.7
==> kinds of logic (layout without fill, tap and decap cells) <==
kind of cell / after synthesis / after routing / synth area share, %
AOI/OAI and AO/OA: 51 / 51 / 6.710
xor gates and xnor gates: 18 / 18 / 3.552
adders and majority gates: 11 / 11 / 3.101
buffers and inverters: 30 / 38 / 3.016
DFF: 97 / 97 / 54.72
muxes: 57 / 57 / 14.69
and+or+nand+nor: 109 / 109 / 14.21
==> registers in the layout (all words and copies together) (netlist names) <==
register,count
dac_driver_inst.bck,1
dac_driver_inst.bck_toggle_counter,5
dac_driver_inst.bit_counter,5
dac_driver_inst.current_audio_data_shifter,16
dac_driver_inst.din,1
dac_driver_inst.ws,1
dac_input_data,16
uart_receiver_inst.Rx_available,1
uart_receiver_inst.Rx_baud_counter,12
uart_receiver_inst.Rx_bit_counter,5
uart_receiver_inst.Rx_buffer,16
uart_receiver_inst.Rx_prev,1
uart_receiver_inst.Rx_queue,16
uart_receiver_inst.Rx_state,1
==> per-stage QoR <==
stage | total power [W] | hold WS, ps | utilization [%] | cell area (um^2) | setup WS [ps]
global placement | 0.0008400 | 379.0 | 52.88 | 4567 | 3549
CTS | 0.001255 | 406.9 | 55.24 | 4771 | 3744
finish | 0.001241 | 403.2 | 55.24 | 4771 | 3774
detailed placement | 0.0008436 | 382.8 | 52.88 | 4567 | 3484
global route | 0.001303 | 431.3 | 55.24 | 4771 | 3679
floorplan | 0.0008073 | 372.9 | - | 4438 | 3784
==> power breakdown <==
group          switching, W  leakage [nW]  total (W)  internal [W]
registers         0.0000406          1.26   0.000692      0.000652
clock network      0.000214        0.0962   0.000410      0.000197
logic             0.0000891         0.690   0.000139     0.0000495
total              0.000343          2.04    0.00124      0.000898
==> layout make-up <==
type,count,area [um^2],area share [%]
Clock inverter,5,62.56,1.311
Inverter,12,45.04,0.9441
Timing Repair Buffer,10,82.58,1.731
Multi-Input combinational cell,246,1876,39.31
Sequential cell,97,2429,50.90
Tap cell,108,135.1,2.832
Clock buffer,11,141.4,2.964
==> worst max-delay path by stage <==
stage,startpoint,end,slack (ps),depth (start not counted)
finish,dac_driver_inst.bck$_DFFE_PN0N_,dac_bck,3770,1
global route,dac_driver_inst.bck$_DFFE_PN0N_,dac_bck,3680,1
CTS,dac_driver_inst.bck$_DFFE_PN0N_,dac_bck,3740,1
Power figures rest on the tool's default switching activity, not on a simulated workload.
